==> flow/design.v <==
`timescale 1ns / 1ps
module even_freq_divide #(parameter N=8)   
(
    input clk,
    input clr,
    output reg divided_clk_even
    );
    wire clk_1Hz_50duty_ratio;
    freq_1Hz_50duty_ration freq_1Hz_50duty_ration_inst1(
        .clk(clk),
        .clr(clr),
        .clk_1Hz_50duty_ratio(clk_1Hz_50duty_ratio)
    );
    reg [$clog2(N/2):0] count;   
    always @(posedge clk_1Hz_50duty_ratio or negedge clr) begin
        if(clr==0) begin
            count<=1;
            divided_clk_even<=0;
        end
        else begin
            if(count==N/2) begin
                divided_clk_even<=~divided_clk_even;
                count<=1;
            end
            else begin
                count<=count+1;
            end
        end
    end
endmodule
`timescale 1ns / 1ps
module freq_1Hz_50duty_ration #(parameter count_jump=25'd24_999_999)
(
    input clk,   
    input clr,
    output reg clk_1Hz_50duty_ratio
    );
    reg [24:0] count_1Hz;
    always @(posedge clk or negedge clr) begin
        if(clr==0) begin
            count_1Hz<=0;
            clk_1Hz_50duty_ratio<=0;
        end
        else begin
            if(count_1Hz==count_jump) begin
                count_1Hz<=0;
                clk_1Hz_50duty_ratio<=~clk_1Hz_50duty_ratio;
            end
            else begin
                count_1Hz<=count_1Hz+1;
            end
        end
    end
endmodule
==> flow/run.sh <==
#!/bin/bash
# OpenROAD 26Q1-2900-gdf79404cd8, Yosys 0.63+post, stock flow scripts
make -C /OpenROAD-flow-scripts/flow DESIGN_CONFIG=/design/flow/config.mk WORK_HOME=/design/flow/orfs finish
==> flow/config.mk <==
export PLATFORM = sky130hd
export DESIGN_NAME = even_freq_divide
export DESIGN_NICKNAME = even_freq_divide
export VERILOG_FILES = /design/flow/design.v
export SDC_FILE = /design/flow/constraint.sdc
export NUM_CORES = 4
export LEC_CHECK = 1
export CORE_AREA = 10 10 106 106
export DIE_AREA = 0 0 116 116
==> flow/constraint.sdc <==
current_design even_freq_divide

set clk_period 3.6
set clk_io_pct 0.2

create_clock -name clk0 -period $clk_period [get_ports {clk}]

set non_clock_inputs [all_inputs -no_clocks]
set_input_delay [expr $clk_period * $clk_io_pct] -clock clk0 $non_clock_inputs
set_output_delay [expr $clk_period * $clk_io_pct] -clock clk0 [all_outputs]
==> job_summary.md <==
## Synthesis and layout report

| Metric | Value |
|---|---|
| Area leader share | about half |
| Num ports | 3 |
| Core area | about 8800 um^2 |
| Avg Synthesized Cell Area | ~11 um^2 |
| Clk pwr share | a little under two fifths |
| Final instance area | approximately 1700 um^2 |
| First-pass DRT Iterations | 4 |
| Clk root buf | clkbuf_8 |
| H-tree levels | 1 |
| Slowest CP cell | or3_1 |
| Tot GR Track Use | just over 4% |
| Final Wtd Congestion | slightly above 0.8 |
| Registers, synthesis | 30 |
| Predominant post-synthesis flop cell | dfrtp_1 |
| Register share after synthesis | approximately half |
| Max-Cap Viols | 0 |
| Register share of total power | 60.0% |
| Critical path class | reg2reg |
| HPWL after DPL | approximately 1.8 mm |
| Area delta synth->final | 13.9% |
| Outcome | completed |
| Routed wire length | 2.53 mm |
| Final ANT Viol Nets | 0 |
| Final setup viols | 0 |
| Hold Path End | freq_1Hz_50duty_ration_inst1.count_1Hz[0] |
| Skew final | 0.00459 ns |
| CP Cell Sequence | ha_1 > nand3_1 > or3_1 > nor2_1 > buf_4 > a21oi_1 |
| Max incr delay on CP | 0.50 ns |
| Max Transition Viols Final | 0 |
| Max transition margin | about 58% |
| Endpoints left unconstrained | 5 |
| Ys Warns | 2 |
| Max clock buf depth | 2 |
| Crit path required time | between 3 and 4 ns |
| Post-CTS setup buffer count | 0 |
| Internal power | a little under 0.4 mW |
| Tool warnings | 26 |
| # port buffers | 2 |
| Crit. End Element | register |
| DR vias | roughly 1000 |
| Worst skew pair latency | between 0.2 and 0.3 ns |
| Worst r2r path cells | 6 |
| Ratio of cells with drive above 1 in the final layout | under 10% |
| P_sw | between 0.09 and 0.1 mW |
| CP Launch Type | register |
| Reg2reg start | freq_1Hz_50duty_ration_inst1.count_1Hz[0] |
| RSZ-0062 raised after global routing | false |
| CTS tree | built |
| Fin util | a little under a fifth |
| Cell Area, Placed | around 1600 um^2 |
| Mapped Area | roughly 1500 um^2 |
| CP Data Arrival Time | about 2.3 ns |
| Die ar. | around 13000 um^2 |
| Number of buffers created by CTS | 3 |
| Peak Freq | between 0.4 and 0.5 GHz |
| Reg clk slew, reported paths | around 0.090 ns |
| Min-delay src | freq_1Hz_50duty_ration_inst1.count_1Hz[0] |
| Via/cell ratio | approximately 4 |
| Hold Vio Cnt, Final | 0 |
| Reg-to-reg setup timing slack | roughly 1.5 ns |
| Pin slew with the least headroom to its limit | 0.623 ns |
| Maximum VDD drop | ~0.15 mV |
| Hold crit path type | reg2reg |
| Vias in the first global route | roughly 970 |
| Starting density of the core | ~16% |
| Number of cells in Yosys stat | 138 |
| Die height | approximately 120 um |
| Yosys stat chip area | 1460 um^2 |
| CP max FO | 13 |
| FFs w/ async S/R, synth | 100% |
| Post-Syn Instances | approximately 140 |
| Period minus WS final | roughly 2.1 ns |
| Placed insts | approximately 250 |
| Fin cells | 250 |
| Crit share post-route | 59.1% |
| DR WL/cell | between 10 and 15 um |
| Critical R2R Capture | freq_1Hz_50duty_ration_inst1.count_1Hz[20] |
| Cts hold-fix bufs | 0 |
| Wire length of the first global-routing pass | approximately 4.7 mm |
| Yosys cell types | 34 |
| Cell area power density | around 300 nW/um^2 |
| Register pins left without a clock | 4 |
| EDFF count, synth | 0 |
| Gr ovfl total | 0 |
| Pleak | approximately 0.71 nW |
| Setup_tns | 0 ns |
| Sw frac | around a fifth |
| Synth area leader | dfrtp_1 |
| Antenna Cells | 0 |
| Largest net degree at the start of global routing | 31 |
| DIE WIDTH | 116 um |
| # DRC | 0 |
| Hold path cells | 1 |
| Largest cells by area | dfrtp_1 (50%), xnor2_1 (5.4%), xor2_1 (4.2%) |
| # resized after CTS | 0 |
| Power share of the combinational group | approximately 1.6% |
| 1st-iter DRT viols | about 55 |
| Antenna violations before repair | 0 |
| Row cnt | 34 |
## kinds of logic after synthesis
| kind of cell | after synthesis | synth area share, % |
|---|---|---|
| flip-flops | 30 | 51.7 |
| AND/OR/NAND/NOR | 56 | 23.6 |
| adder cells (fa/ha/maj) | 3 | 2.58 |
| multiplexers | 1 | 0.688 |
| AND-OR/OR-AND | 19 | 8.00 |
| XOR/XNOR | 16 | 9.63 |
| buffers and inverters | 13 | 3.87 |
## routing by layer
metal,GRT usage [%],vias up,routed length [um]
met4,0.250,0,14
li1,-,508,-
met3,1.31,2,129
met5,0,-,0
met1,6.08,474,1310
met2,6.14,20,1070
## placed cells by master (no fill, tap or decap), types with 2 or more instances in the layout
| cell | n |
|---|---|
| ha_1 | 3 |
| or3_1 | 3 |
| inv_1 | 9 |
| xor2_1 | 7 |
| clkbuf_8 | 4 |
| nand2_1 | 6 |
| and4_1 | 2 |
| or3_2 | 2 |
| o21ai_0 | 3 |
| nor4_1 | 5 |
| xnor2_1 | 9 |
| dfrtp_1 | 29 |
| o31ai_1 | 4 |
| nor3_1 | 4 |
| nand4_1 | 5 |
| nor2_1 | 11 |
| a21oi_1 | 8 |
| clkdlybuf4s50_1 | 2 |
| or4_1 | 4 |
| nand3_1 | 6 |
| buf_4 | 2 |
## worst max-delay path by stage
stage | start | end | cells past startpoint
4_1_cts | freq_1Hz_50duty_ration_inst1.count_1Hz[0] | freq_1Hz_50duty_ration_inst1.count_1Hz[14] | 6
5_1_grt | freq_1Hz_50duty_ration_inst1.count_1Hz[0] | freq_1Hz_50duty_ration_inst1.count_1Hz[20] | 6
6_report | freq_1Hz_50duty_ration_inst1.count_1Hz[0] | freq_1Hz_50duty_ration_inst1.count_1Hz[20] | 6
## registers in the layout, summed over array words and instances, names as in the netlist
signal and count:
freq_1Hz_50duty_ration_inst1.clk_1Hz_50duty_ratio 1, divided_clk_even 1, freq_1Hz_50duty_ration_inst1.count_1Hz 25, count 3
## Yosys cell counts (3+ instances only)
master    count
dfrtp_1      29
a21oi_1       8
nor4_1        5
nand4_1       5
or3_1         3
nor2_1       11
inv_1         9
xor2_1        7
clkbuf_1      3
nand2_1       6
nand3_1       6
nor3_1        4
or4_1         4
o21ai_0       3
xnor2_1       9
ha_1          3
o31ai_1       4
## power groups by stage
stage / clock (mW) / sequential, mW / combinational [mW]
6_report: 0.187 / 0.292 / 0.00795
5_1_grt: 0.203 / 0.292 / 0.00980
4_1_cts: 0.190 / 0.292 / 0.00860
## critical path, delay by kind of cell, from the launching register on
kind	cells	cell delay, ns
AND/OR/NAND/NOR	3	1.06
flip-flops	1	0.42
buffers and inverters	1	0.25
adder cells (fa/ha/maj)	1	0.22
AND-OR/OR-AND	1	0.06
## final cells by class
type / instances / area, um^2
multi-input cells: 95 / 647
repair buffers: 4 / 35.0
well taps: 108 / 135
clock buffers: 4 / 55.1
flip-flops and latches: 30 / 752
inverters: 9 / 33.8
fillers: 967 / 7190
## per-stage QoR
stage | hold WS (ns) | setup slack (ns) | power [mW]
floorplan | 0.424 | 1.66 | 0.298
global placement | 0.494 | 1.47 | 0.306
detailed placement | 0.505 | 1.47 | 0.306
CTS | 0.517 | 1.46 | 0.491
global route | 0.544 | 1.29 | 0.505
finish | 0.517 | 1.47 | 0.486
Power figures rest on the tool's default switching activity, not on a simulated workload.
