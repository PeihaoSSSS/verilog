## flow/design.v

```verilog
`timescale 1ns / 1ps
module freq_1Hz_50duty_ration #(parameter count_jump=25'd24_999_999)
(
    input clk,   
    input clr,
    output reg clk_1Hz_50duty_ratio
    );
    reg [24:0] count_1Hz;
    always @(posedge clk or negedge clr) begin
        if(clr==0) begin
            count_1Hz<=0;
            clk_1Hz_50duty_ratio<=0;
        end
        else begin
            if(count_1Hz==count_jump) begin
                count_1Hz<=0;
                clk_1Hz_50duty_ratio<=~clk_1Hz_50duty_ratio;
            end
            else begin
                count_1Hz<=count_1Hz+1;
            end
        end
    end
endmodule
`timescale 1ns / 1ps
module odd_freq_divide #(parameter N=5)
(
    input clk,
    input clr,
    output divided_clk_odd
    );
    wire clk_1Hz_50duty_ratio;
    freq_1Hz_50duty_ration freq_1Hz_50duty_ration_inst2(
        .clk(clk),
        .clr(clr),
        .clk_1Hz_50duty_ratio(clk_1Hz_50duty_ratio)
    );
    reg [$clog2(N):0] count;
    reg divided_clk_odd_pos;
    reg divided_clk_odd_neg;
    always @(posedge clk_1Hz_50duty_ratio or negedge clr) begin   
        if(clr==0) begin
            count<=1;
        end
        else begin
            if(count==N) begin
                count<=1;
            end
            else begin
                count<=count+1;
            end
        end
    end
    always @(posedge clk_1Hz_50duty_ratio or negedge clr) begin
        if(clr==0) begin
            divided_clk_odd_pos<=0;
        end
        else begin
            if(count==(N-1)/2) begin   
                divided_clk_odd_pos<=1;
            end
            else if(count==N) begin   
                divided_clk_odd_pos<=0;
            end
        end
    end
    always @(negedge clk_1Hz_50duty_ratio or negedge clr) begin
        if(clr==0) begin
            divided_clk_odd_neg<=0;
        end
        else begin
            if(count==(N-1)/2) begin   
                divided_clk_odd_neg<=1;
            end
            else if(count==N) begin   
                divided_clk_odd_neg<=0;
            end
        end
    end
    assign divided_clk_odd=divided_clk_odd_neg&divided_clk_odd_pos;
endmodule
```

## flow/run.sh

```bash
#!/bin/bash
# OpenROAD 26Q1-2900-gdf79404cd8, Yosys 0.63+post, stock flow scripts
make -C /OpenROAD-flow-scripts/flow DESIGN_CONFIG=/design/flow/config.mk WORK_HOME=/design/flow/orfs finish
```

## flow/config.mk

```make
export PLATFORM = sky130hd
export DESIGN_NAME = odd_freq_divide
export DESIGN_NICKNAME = odd_freq_divide
export VERILOG_FILES = /design/flow/design.v
export SDC_FILE = /design/flow/constraint.sdc
export NUM_CORES = 4
export LEC_CHECK = 1
export CORE_UTILIZATION = 30
```

## flow/constraint.sdc

```tcl
current_design odd_freq_divide

set clk_period 3.9
set clk_io_pct 0.2

create_clock -name clk0 -period $clk_period [get_ports {clk}]

set non_clock_inputs [all_inputs -no_clocks]
set_input_delay [expr $clk_period * $clk_io_pct] -clock clk0 $non_clock_inputs
set_output_delay [expr $clk_period * $clk_io_pct] -clock clk0 [all_outputs]
```

==> results.rst <==
Physical design figures
=======================

.. list-table::
   :header-rows: 1

   * - Metric
     - Value
   * - Chip Area, Yosys
     - 1525 µm²
   * - Total Routing Usage GR
     - 11.00%
   * - Cell at the slowest stage of the critical path
     - or4_4
   * - Most common reg cell
     - dfrtp_1
   * - Clock slew seen by the registers of the worst setup and hold paths
     - 90 ps
   * - Static leakage power
     - 0.7282 nW
   * - DR WL/cell
     - ~12 µm
   * - Total area of multi-input combinational cells
     - between 600 and 700 µm²
   * - Run status
     - finished clean
   * - Maximum cell stage delay along the critical path
     - 720 ps
   * - Residual antenna-violating net count after detailed routing
     - 0
   * - Endpoint required time on the critical path
     - 4100 ps
   * - Iteration count of the initial detailed-routing pass
     - 4
   * - Area of the core
     - 4817 µm²
   * - Buffers from clock root to sink, at most
     - 2
   * - Remaining DRCs
     - 0
   * - List of cells traversed by the critical path
     - nand4_1 -> or4_4 -> or3_1 -> a21oi_1
   * - Most used standard cell by instance count after synthesis
     - dfrtp_1
   * - Maximum clock rate
     - 452.4 MHz
   * - OpenROAD warning count
     - 25
   * - Detailed Place HPWL
     - 1801 µm
   * - Clock tree from TritonCTS
     - done
   * - FILL cells
     - just under 500
   * - Power density relative to cell area
     - 268.3 nW/µm²
   * - Number of register pins that no clock reaches
     - 6
   * - Floorplan row count
     - 25
   * - Number of buffer and inverter instances along the worst setup path
     - 0
   * - Avg Vias per Cell
     - 4.903
   * - Count of non-filler cells in the finished layout
     - 217
   * - Instance tally after logic synthesis
     - around 150
   * - Async set or reset register ratio after synthesis
     - ~100%
   * - Yosys cell count
     - 147
   * - Root buf cell
     - clkbuf_8
   * - Placed cell area
     - between 1500 and 2000 µm²
   * - Vias in the first global route
     - 1025
   * - Kind of capture point of the worst setup path
     - flop
   * - Most frequent cells after synthesis
     - dfrtp_1, nand2_1, nor2_1
   * - Hold-fix buffer count after cts
     - 0
   * - Max-capacitance violation count
     - 0
   * - Number of unconstrained endpoints
     - 7
   * - Total global routing overflow
     - 0
   * - Post-synthesis cell type count
     - 35
   * - Overall via count from detail_route
     - 1064
   * - Yosys reg bits
     - 32
   * - Kind of cell adding the most delay to the critical path
     - simple AND/OR/NAND/NOR gates
   * - Antenna violations before repair
     - 0
   * - Layout cell share with drive strength beyond 1
     - 8.000%
   * - Sequential area share after synthesis
     - 52.58%
   * - Unrepaired setup endpoints after global routing
     - no
   * - Die Size
     - 5373 µm²
   * - Die y size
     - around 73 µm
   * - Post-synth tally of flip-flops with integrated enable
     - 0
   * - Synth top area cells
     - dfrtp_1, xnor2_1, xor2_1
   * - Inserted Clock Buffers
     - 3
   * - Floorplan utilization
     - a little under a third
   * - Routability congestion estimate
     - 0.8137
   * - Post-CTS Setup Bufs
     - 0
   * - Worst EP arrival
     - 2410 ps
   * - Synth Cell Area
     - 1525 µm²
   * - Pin count of the biggest net entering global routing
     - 33
   * - Endpoints failing setup
     - 0
   * - Post-synthesis to final-layout area growth
     - 9.844%
   * - Max-slew headroom at the worst pin
     - 41.53%
   * - Final setup TNS
     - 0 ps
   * - Post-route cell area
     - 1675 µm²
   * - Classification of the worst setup path
     - flop to flop
   * - Final critical delay including setup and external delays
     - 2210 ps
   * - Final core utilization
     - 34.78%
   * - Resize count post-CTS
     - 0
   * - Worst vdd rail ir drop
     - ~0.3 mV
   * - Chip Width
     - 73.30 µm
   * - Final tally of max-slew violations
     - 0
   * - Global-route wire length before repair
     - 4602 µm
   * - Maximum level of the CTS H-tree
     - 1
   * - Post-synthesis area per instance
     - 10.38 µm²
   * - Cell taking the most area after synthesis
     - dfrtp_1
   * - Share of Yosys cell area claimed by the top area cell type
     - approximately half
   * - Final critical-path share of the clock period
     - a little under three fifths
   * - Worst hold slack after final layout
     - a little under 500 ps
   * - Register Area
     - 802.0 µm²
   * - Critical path fanouts, max
     - 11
   * - Hold WC Path Type
     - flop to flop
   * - Total wire length after detailed routing
     - 2593 µm
   * - Number of cells after detailed placement
     - roughly 210
   * - Count of boundary I/O pins
     - 3
   * - Slew at the pin closest to its max-slew limit
     - 869.8 ps
   * - Kind of start point of the critical path
     - flop
   * - Total antenna diodes in the routed design
     - 0
   * - Count of buffers inserted at the top-level ports
     - 2
   * - 1st-iter DRT viols
     - 69
   * - Final hold violations
     - 0
   * - Worst clock skew
     - between 7 and 8 ps
   * - Synth warnings
     - 2
   * - Insertion delay of the later-clocked pin in the worst-skew pair
     - 270 ps
-- power by group --
part / internal (W) / switching (W) / total, W
Combinational: 0.00000153 / 0.00000615 / 0.00000768
Sequential: 0.000269 / 0 / 0.000269
Clock: 0.0000902 / 0.0000823 / 0.000173
Total: 0.000361 / 0.0000885 / 0.000450
-- state kept, by name, indices dropped and copies added (netlist names) --
name / count
freq_1Hz_50duty_ration_inst2.clk_1Hz_50duty_ratio: 1
count: 4
divided_clk_odd_neg: 1
divided_clk_odd_pos: 1
freq_1Hz_50duty_ration_inst2.count_1Hz: 25
-- per-layer routing --
layer | GRT usage (%) | part of all wire, % | vias to the layer above
met4 | 1.282 | 0.96 | 0
met3 | 2.358 | 4.4 | 4
met5 | 0 | 0 | -
met1 | 17.37 | 52 | 504
li1 | - | - | 535
met2 | 16.67 | 43 | 21
-- worst paths after layout --
kind / startpoint / end / slack, ps / cells after the start
min: freq_1Hz_50duty_ration_inst2.count_1Hz[0] / freq_1Hz_50duty_ration_inst2.count_1Hz[0] / 490 / 1
max reg2reg: freq_1Hz_50duty_ration_inst2.count_1Hz[4] / freq_1Hz_50duty_ration_inst2.count_1Hz[24] / 1690 / 4
min reg2reg: freq_1Hz_50duty_ration_inst2.count_1Hz[0] / freq_1Hz_50duty_ration_inst2.count_1Hz[0] / 490 / 1
max in group asynchronous: clr / freq_1Hz_50duty_ration_inst2.count_1Hz[6] / 2720 / 2
min in group asynchronous: clr / async pin / 890 / 2
max: freq_1Hz_50duty_ration_inst2.count_1Hz[4] / freq_1Hz_50duty_ration_inst2.count_1Hz[24] / 1690 / 4
-- worst reg2reg max path, cell delays in order, from the launching register on --
cell and delay [ps]:
dfrtp_1 470, nand4_1 470, or4_4 720, or3_1 350, a21oi_1 140
-- layout make-up --
class                      instances  area share (%)
multi-input combinational        108           41.52
timing repair buffer               3           1.643
tap                               67           5.004
clock buffer                       4           3.286
inverter                           3          0.6721
sequential                        32           47.87
-- layout by cell type, fill, tap and decap left out --
cell type,Yosys,layout
dfrtp_1,30,30
nor3_1,2,2
a211oi_1,1,1
a21oi_1,5,5
and2_1,2,2
dfstp_2,1,1
clkdlybuf4s50_1,0,2
nor3b_1,1,1
o21ai_0,10,10
nor2b_1,1,1
nand3_1,8,8
mux2_2,1,1
ha_1,1,1
nand4b_1,2,2
xnor2_1,10,10
nor4b_1,1,1
a41oi_1,1,1
o221ai_1,1,1
nand4_4,1,1
a31oi_1,1,1
inv_1,3,3
or3_1,3,3
nor4_1,6,6
clkbuf_8,0,4
dfrtn_1,1,1
and3_1,3,3
and4_1,1,1
or4_4,1,1
buf_4,0,1
a311oi_1,1,1
nand3b_1,3,3
nand2_1,13,13
nor2_1,13,13
xor2_1,7,7
nand4_1,5,5
nor4_2,3,3
-- through the flow --
stage / worst slack (ps) / power [W]
2_1_floorplan: 2107 / 0.0002748
3_3_place_gp: 1747 / 0.0002828
3_5_place_dp: 1725 / 0.0002831
4_1_cts: 1706 / 0.0004577
5_1_grt: 1511 / 0.0004668
6_report: 1690 / 0.0004495
-- kinds of logic (layout without fill, tap and decap cells) --
group,Yosys count,count (layout),share of synthesized area (%)
xor+xnor,17,17,9.762
fa+ha+maj,1,1,0.8202
mux,1,1,0.7383
compound gates,20,20,7.548
flops,32,32,52.58
simple gates,69,69,26.75
buf+inv,7,10,1.804
Power and IR drop assume default switching activity.
